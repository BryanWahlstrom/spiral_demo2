--- config.mk ---
export PLATFORM = sky130hd
export DESIGN_NAME = reflex_kernel_gate
export DESIGN_NICKNAME = reflex_kernel_gate
export VERILOG_FILES = /design/flow/design.v
export SDC_FILE = /design/flow/constraint.sdc
export NUM_CORES = 4
export LEC_CHECK = 1
export CORE_UTILIZATION = 50
--- constraint.sdc ---
current_design reflex_kernel_gate

set clk_period 278.6
set clk_io_pct 0.2

create_clock -name clk0 -period $clk_period

set non_clock_inputs [all_inputs -no_clocks]
set_input_delay [expr $clk_period * $clk_io_pct] -clock clk0 $non_clock_inputs
set_output_delay [expr $clk_period * $clk_io_pct] -clock clk0 [all_outputs]
--- design.v ---
`timescale 1ns / 1ps
module reflex_kernel_gate #(
    parameter int ALPHA_BITS   = 4,
    parameter int CONST_WIDTH  = 64
) (
    input  logic                     clk,
    input  logic                     rst_n,
    input  logic [CONST_WIDTH-1:0]   packed_const,
    input  logic  signed [31:0]      dt_us,        
    input  logic  signed [15:0]      dphi_e4,      
    input  logic         [15:0]      qsfs_e4,      
    input  logic         [15:0]      tse_e4,       
    input  logic         [15:0]      cmd_e4,       
    input  logic         [15:0]      s_e4,         
    input  logic         [15:0]      ds_e4,        
    output logic                     trusted_hw,   
    output logic                     reflex_trigger    
);
    wire [ 3:0] alpha_nib    = packed_const[63:60];         
    wire [27:0] pi_echo_i    = packed_const[55:32];         
    wire [15:0] pi_t_i       = packed_const[31:16];         
    wire [ 7:0] eps_phase_i  = packed_const[15: 8];         
    wire [ 7:0] eps_time_i   = packed_const[ 7: 0];         
    wire timing_ok   = (dt_us  % pi_echo_i) <  eps_time_i;
    wire phase_ok    = (dphi_e4 <  eps_phase_i);
    wire fidelity_ok = (qsfs_e4 >= pi_t_i);
    assign trusted_hw     = timing_ok & phase_ok & fidelity_ok;
    wire dummy_vr_ok = (tse_e4 != 16'd0);    
    assign reflex_trigger = trusted_hw & dummy_vr_ok;
endmodule
--- run.sh ---
#!/bin/bash
# OpenROAD 26Q1-2900-gdf79404cd8, Yosys 0.63+post, stock flow scripts
make -C /OpenROAD-flow-scripts/flow DESIGN_CONFIG=/design/flow/config.mk WORK_HOME=/design/flow/orfs finish
==> reports/results.ini <==
[final_timing]
fmax_mhz=4.89
fin_crit_sh=0.735
hold_viol_final=0
slew_violations=0
min_period_ps=204650
tightest_slew_ps=925
grt_setup_unrepaired=no
fin_setup_tns_ps=0
finalSetupViolations=0
setup_slack_ps=73950
relSlewSlack=0.377

[logic_synthesis]
yosys.area_share.adder=0.229
ys_sh_aoi=0.315
syn_area_mm2=0.0288
synth_top_area_share=0.228
ys_warn_count=0
synth_cells=4178
ys_cells=4178
top_cells_by_area=ha_1, a21oi_1, nor2_1, xnor2_1, mux2_2
synth.top_cells.by_count=ha_1, nor2_1, nand2_1
xor_area_frac=0.0922
top_area_cell=ha_1
yosys.stat.seqShare=0
top_cell=ha_1
ys_types=102
simple_gate_share=0.249
mux_area_frac=0.0734
ys_area_mm2=0.0288
top_logic_kind=AND-OR/OR-AND gates
syn_area_per_cell_um2=6.89

[clock_tree]
post_cts_buffers=0
cts-hold-fix-buffers=0
cts.repair.resized=0

[setup_path]
end_kind=primary output
cpMostUsedCell=ha_1
cp-start-kind=input port
arrival_ps=148930
path_max_fanout=38
crit_type=input port to primary output
max_stage_delay_ps=730
cp_slowest_cell=o21ai_1
worstPathRequired_ps=222880

[final_layout]
logic_area_mm2=0.0276
area_growth_pct=8.36
flops=0
n_fill_cell=5687
nClkBuffers=0
seqCellArea_um2=0
layout-drive-gt1-share=0.0695

[floorplan]
die_w_um=242
core_region_area_mm2=0.0566
die_area_mm2=0.0585
fp-utilization=0.509
num_rows=87
die.size.y_um=242
pin_count=196

[detailed_routing]
vias=31000
drtIter0Drc=2036
ant_nets=0
firstDrtPassIters=8
routedWlPerCell_um=19.5
drt-total-wl_um=98000
drcViolationCount=0
via_per_inst=6.16
num_antenna_cells=0

[hold_path]
hold_path_class=input port to primary output
min_from=tse_e4[7]
hold_path_depth=5
hold_end=reflex_trigger

[job]
warnings=92
maxCapViolCount=0

[grt]
grt_pass1_vias=28500
gr-usage-all-layers=0.334
antenna_found_initial=2
grt_max_degree=39
overflow=0
grt_pass1_wl_um=156000

[outcome]
status=finished, final reports clean

[placement]
dp_slack_ps=75520
dp.final_hpwl_um=80300
place.gp.congestion=1.01
port_buffers=138

-- critical path, delay by kind of cell --
kind,cells,cell delay [ps]
compound gates,191,50190
simple gates,83,23860
fa+ha+maj,32,10060
buf+inv,20,5580
mux,9,3280
-- cell families after synthesis --
family / Yosys count
muxes: 191
adders and majority gates: 526
AOI/OAI and AO/OA: 1358
xor gates and xnor gates: 303
buffers and inverters: 307
and+or+nand+nor: 1493
-- metal layers --
layer,part of all wire,vias up,track usage
met3,0.059,139,0.0275
met2,0.45,900,0.548
met1,0.47,14000,0.479
met4,0.023,2,0.0635
li1,-,16000,-
met5,0.00010,-,0
-- stage by stage --
step | utilization | cell area, µm² | hold slack (ps) | std cells
6_report | 0.551 | 31200 | 112680 | 5028
5_1_grt | 0.551 | 31200 | 112780 | 5028
4_1_cts | 0.551 | 31200 | 112690 | 5028
3_5_place_dp | 0.551 | 31200 | 112680 | 5028
3_3_place_gp | 0.551 | 31200 | 112720 | 5028
2_1_floorplan | - | 28800 | 111730 | 4178
-- worst max path at each step --
stage | start | endpoint | slack, ps | cells past startpoint
after global routing | packed_const[42] | reflex_trigger | 66830 | 338
after CTS | packed_const[42] | reflex_trigger | 74950 | 335
final | packed_const[42] | reflex_trigger | 73950 | 335
-- area by class of cell --
cell class / instances / area share
multi-input combinational: 3871 / 0.886
timing repair buffer: 203 / 0.0599
tap: 756 / 0.0303
inverter: 198 / 0.0238
-- cells in the final DEF, fill, tap and decap left out, drive strengths merged, types with 13 or more instances in the layout --
cell and instances:
nor2 432, xnor2 181, nor2b 52, a21o 144
inv 197, nor3 146, nand3 122, xor2 122
nor4 41, o21ai 242, a31oi 55, nand2b 45
or2 40, or4 14, and3 27, nand2 383
o31ai 45, o21bai 30, a211oi 40, o21a 140
or3 49, clkdlybuf4s50 138, ha 524, mux2 142
nand4 54, buf 65, a21oi 332, o2111ai 18
and4 16, o211ai 56, o31a 13, a2111oi 17
a31o 13, o22ai 13, and2 32, a21boi 45
mux2i 49
