## flow/config.mk

```make
export PLATFORM = sky130hd
export DESIGN_NAME = gate_golden
export DESIGN_NICKNAME = gate_golden
export VERILOG_FILES = /design/flow/design.v
export SDC_FILE = /design/flow/constraint.sdc
export NUM_CORES = 4
export LEC_CHECK = 1
export CORE_UTILIZATION = 40
```

## flow/run.sh

```bash
#!/bin/bash
# OpenROAD 26Q1-2900-gdf79404cd8, Yosys 0.63+post, stock flow scripts
make -C /OpenROAD-flow-scripts/flow DESIGN_CONFIG=/design/flow/config.mk WORK_HOME=/design/flow/orfs finish
```

## flow/constraint.sdc

```tcl
current_design gate_golden

set clk_period 271.3
set clk_io_pct 0.2

create_clock -name clk0 -period $clk_period

set non_clock_inputs [all_inputs -no_clocks]
set_input_delay [expr $clk_period * $clk_io_pct] -clock clk0 $non_clock_inputs
set_output_delay [expr $clk_period * $clk_io_pct] -clock clk0 [all_outputs]
```

## flow/design.v

```verilog
`timescale 1ns / 1ps
module gate_golden (
    input  wire [63:0] packed_const,
    input  wire [31:0] dt_us,       
    input  wire [15:0] dphi_e4,     
    input  wire [15:0] qsfs_e4,     
    output wire        trusted_sw   
);
    wire [27:0] pi_echo_i   = packed_const[55:32];
    wire [15:0] pi_t_i      = packed_const[31:16];
    wire [ 7:0] eps_phase_i = packed_const[15: 8];
    wire [ 7:0] eps_time_i  = packed_const[ 7: 0];
    wire timing_ok   = (dt_us  % pi_echo_i) <  eps_time_i;
    wire phase_ok    =  dphi_e4 <  eps_phase_i;
    wire fidelity_ok =  qsfs_e4 >= pi_t_i;
    assign trusted_sw = timing_ok & phase_ok & fidelity_ok;
endmodule
```

==> summary.txt <==
run metrics: status=completed, Post-DP HPWL=78.4 mm, vias post-DR=30,900, CP max-delay cell=a2111oi_0, endpoint type of the worst setup path=output port, Final TNS setup=0 ps, Setup crit start kind=input port, PostCTS Resize Cnt=0, largest net degree at the start of global routing=40, GRT Total Usage=25.8%, final worst-path setup slack=71,700 ps, yosys stat cell total=4,213, setup bufs post-CTS=0, final hold violation count=0, Synth Area per Inst=6.88 sq um, post-route DRC violation count=0, crit share post-route=73.6%, Post-DRT Antenna Nets=0, CP Class=in -> out, Final Wtd Congestion=1.01, FF+latch area=0 sq um, Buffers on Ports=121, dpl cell area=31,400 sq um, number of global-route vias before repair=28,700, relative slew slack=37.2%, grt total ovfl=0, seq_cells=0, cell area after synthesis=29,000 sq um, drt pass-1 iters=8, Starting Density=40.5%, YS chip area=29,000 sq um, register share after synthesis=0%, Total Routed Length=95.2 mm, Top-area cell share=22.6%, Top area cell types=ha_1 23%, xnor2_1 6.0%, a21oi_1 5.9%, chip area=73,500 sq um, Most common cell on crit path=ha_1, tool warnings=42, design area=31,400 sq um, synthesized netlist cell count=4,213, dpl ws=73,020 ps, Ports=129, Die Span Y=271 um, drt wl/cell=18.2 um, std cell rows=98, Fmax achieved=5.01 MHz, endpoints failing setup=0, most numerous logic cell after layout=ha_1, antenna diode count=0, initial antenna violation count=1, Max stage delay on crit path=690 ps, # clk buffers=0, RSZ-0062 raised after global routing=false, DIE WIDTH=271 um, core area=71,600 sq um, Final Max Tran Viols=0, post-synth cell types=111, DR iter-0 viols=1,915, first-pass GRT wire length=153 mm, YS warnings=0, most instantiated logic cells after routing=524 x ha_1, 409 x nor2_1, 385 x nand2_1, layout cells sized above 1=6.39%, Critical Path AT=145,340 ps, Via-to-Cell Ratio=5.91, fin crit period=199,600 ps, cell taking the most area after synthesis=ha_1, Worst Tran Pin Value=934 ps, crit path DRT=217,040 ps, crit path max fanout=39, Hold WC Path Type=in -> out, area grow syn2layout=8.41%, # hold bufs at CTS=0, MaxCap Viol Count=0
[final timing paths]
| check | startpoint | endpoint | slack, ps | cells after the start |
|---|---|---|---|---|
| worst max-delay path | packed_const[44] | trusted_sw | 71700 | 348 |
| worst min-delay path | packed_const[0] | trusted_sw | 109690 | 4 |
[critical path, delay by kind of cell]
kind / cells / cell delay (ps)
and+or+nand+nor: 91 / 22430
AOI/OAI and AO/OA: 202 / 51640
adders and majority gates: 32 / 10400
buffers and inverters: 19 / 5120
muxes: 4 / 1170
[synth_stat cells (all sizes together) (51+ instances only)]
| master | instances |
|---|---|
| o21a | 173 |
| a21o | 133 |
| nand3 | 95 |
| ha | 524 |
| nor2 | 410 |
| mux2 | 109 |
| nand2 | 385 |
| nand4 | 53 |
| o211ai | 62 |
| nor3 | 170 |
| nor2b | 58 |
| a21oi | 344 |
| o21ai | 261 |
| xor2 | 96 |
| clkbuf | 81 |
| o31ai | 51 |
| inv | 215 |
| xnor2 | 197 |
[cell families after synthesis]
family	after synthesis	synth area share [%]
simple gates	1469	24.5
xor+xnor	293	8.85
fa+ha+maj	527	22.8
mux	159	6.01
compound gates	1440	33.5
buf+inv	325	4.37
[final cells by class]
type	count	area, sq um
Fill cell	7435	40200
Tap cell	950	1190
Inverter	215	807
Multi-Input combinational cell	3888	27700
Timing Repair Buffer	184	1680
[per-layer routing]
layer / GRT usage, % / share of wire [%]
met1: 37.4 / 48
met2: 42.4 / 45
met3: 1.07 / 4.4
met4: 5.46 / 2.5
met5: 0 / 0
[per-stage QoR]
stage               hold WS (ps)  util (%)  instances
floorplan                 108810         -       4213
global placement          109710      43.9       5237
detailed placement        109700      43.9       5237
CTS                       109710      43.9       5237
global route              109720      43.9       5237
finish                    109690      43.9       5237
